$ cat design/flow/config.mk
export PLATFORM = sky130hd
export DESIGN_NAME = FullConnect
export DESIGN_NICKNAME = FullConnect
export VERILOG_FILES = /design/flow/design.v
export SDC_FILE = /design/flow/constraint.sdc
export NUM_CORES = 4
export LEC_CHECK = 1
export CORE_UTILIZATION = 50
$ cat design/flow/constraint.sdc
current_design FullConnect

set clk_period 24.2
set clk_io_pct 0.2

create_clock -name clk0 -period $clk_period

set non_clock_inputs [all_inputs -no_clocks]
set_input_delay [expr $clk_period * $clk_io_pct] -clock clk0 $non_clock_inputs
set_output_delay [expr $clk_period * $clk_io_pct] -clock clk0 [all_outputs]
$ cat design/flow/design.v
`timescale 1ns / 1ps
module FullConnect#(
    parameter BITWIDTH = 8,
    parameter LENGTH = 25,
    parameter FILTERBATCH = 1
    )
    (
    input [BITWIDTH * LENGTH - 1 : 0] data,
    input [BITWIDTH * LENGTH * FILTERBATCH - 1 : 0] weight,
    input [BITWIDTH * FILTERBATCH - 1 : 0] bias,
    output [BITWIDTH * 2 * FILTERBATCH - 1 : 0] result
    );
    wire [BITWIDTH * 2 - 1:0] out [0:FILTERBATCH - 1][0:LENGTH - 1];
    wire signed [BITWIDTH - 1:0] biasArray[0:FILTERBATCH - 1];
    reg signed [BITWIDTH * 2 - 1:0] resultArray [0:FILTERBATCH - 1];
    genvar i, j;
    generate
        for(i = 0; i < FILTERBATCH; i = i + 1) begin
            assign biasArray[i] = bias[(i + 1) * BITWIDTH - 1: i * BITWIDTH];
            assign result[(i + 1) * BITWIDTH * 2 - 1: i * BITWIDTH * 2] = resultArray[i];
        end
    endgenerate
    generate 
        for(i = 0; i < FILTERBATCH; i = i + 1) begin
            for(j = 0; j < LENGTH; j = j + 1) begin
                Mult#(BITWIDTH) mult(data[(j + 1) * BITWIDTH - 1:j * BITWIDTH], weight[(i * LENGTH + j) * BITWIDTH + BITWIDTH - 1 : (i * LENGTH + j) * BITWIDTH], out[i][j]);
            end
        end
    endgenerate
    integer sum, m, n;
    always @(*) begin
        for(m = 0; m < FILTERBATCH; m = m + 1) begin
            sum = 0;
            for(n = 0; n < LENGTH; n = n + 1) begin
                sum = sum + out[m][n];
            end
            sum = sum + biasArray[m];
            resultArray[m] = sum;
        end
    end
endmodule
`timescale 1ns / 1ps
module Mult#(
    parameter BITWIDTH = 8
    )
    (
    input signed [BITWIDTH-1:0] a,
    input signed [BITWIDTH-1:0] b,
    output signed [BITWIDTH * 2 - 1:0] c
    );
    assign c = a * b;
endmodule
$ cat design/flow/run.sh
#!/bin/bash
# OpenROAD 26Q1-2900-gdf79404cd8, Yosys 0.63+post, stock flow scripts
make -C /OpenROAD-flow-scripts/flow DESIGN_CONFIG=/design/flow/config.mk WORK_HOME=/design/flow/orfs finish
==> reports/results.txt <==
Maxcap violations -> 0
Worst-margin pin slew -> 0.800 ns
Seq cells -> 0
Remaining DRCs -> 0
Mapped Area -> 0.0637 sq mm
Crit-path most repeated cell -> fa_1
Area Overhead vs Synth -> 9.92%
# rows -> 130
Top-area cell share -> 0.620
Via/cell ratio -> 4.84
Fill cells -> 11.2k
GRT Total Usage -> 0.320
I/O Buffers -> 424
First-pass GRT wire length -> 281 mm
Antenna violation net count after detailed routing -> 0
Chip width -> 359 um
Dominant cell by count in the synthesized netlist -> inv_1
Fin. Hold Viols -> 0
Normalized max-slew margin -> 0.463
Top cells by area, synth -> fa_1 (62%), inv_1 (12%), ha_1 (9.2%)
Initial antenna violation count -> 8
CP Capture Type -> primary output
Hold WS -> 11.25 ns
Pre-Place Util -> 0.506
Post-synth cell types -> 21
Final min period -> 20.54 ns
Global placer's final weighted congestion -> 0.984
CP Buf/Inv Count -> 10
Yosys warnings -> 3
Max frequency -> 48.7 MHz
Vias post-DR -> 40.8k
Share of layout cells above drive strength 1 -> 0.000295
Synthesized area per cell -> 10.0 sq um
GRT overflow -> 0
YS chip area -> 0.0637 sq mm
Vias in the first global route -> 47.3k
HP Class -> in2out
Post-synth seq share -> 0
Delay-heaviest family, CP -> adder cells
Startpoint types -> primary input
Pre-antenna DRT Iters -> 7
DPL Wire Length -> 166 mm
PostCTS Resize Cnt -> 0
FF+latch area -> 0 sq um
Largest net degree at the start of global routing -> 10
Hold Startpoint -> bias[0]
Final setup vio count -> 0
Final Cell Area -> 0.0700 sq mm
Inst Count DP -> 8435
RSZ-0062 raised after global routing -> false
CP max FO -> 8
Post-CTS Setup Repair Bufs -> 0
CP required -> 19.36 ns
Die Height -> 359 um
DP Area -> 0.0700 sq mm
Final period util -> 0.849
Hold Buf Count CTS -> 0
Slowest cell on crit path -> clkdlybuf4s50_1
WL final -> 176 mm
Yosys top cell by area -> fa_1
Tool Warnings -> 47
Top cells by count -> inv_1 (2063), fa_1 (1970), and2_1 (802)
I/O pin count -> 424
Clock buffers -> 0
Setup TNS Final -> 0 ns
WL per Instance -> 20.8 um
Core Footprint -> 0.126 sq mm
Die area -> 0.129 sq mm
Max Slew Vio Count -> 0
Yosys stat cell total -> 6364
Hold path depth -> 5
Non-Filler Instances -> 8440
Starting DRT DRC Count -> 1467
Critical Path AT -> 15.70 ns
Critical path class -> in2out
Worst-case hold path end point -> result[0]
Post-Syn Instances -> 6364
Crit-path max cell delay -> 0.61 ns
Status -> finished clean
-- worst max-delay path by stage --
stage / cells past startpoint / end / startpoint / slack, ns
finish: 35 / result[15] / weight[168] / 3.66
global route: 35 / result[15] / weight[168] / 3.19
CTS: 35 / result[15] / weight[168] / 3.72
-- logic make-up after synthesis --
| group | Yosys count | synth area share |
|---|---|---|
| adder cells (fa/ha/maj) | 2440 | 0.712 |
| buffers and inverters | 2068 | 0.122 |
| AND/OR/NAND/NOR | 1601 | 0.132 |
| XOR/XNOR | 228 | 0.0314 |
| AND-OR/OR-AND | 27 | 0.00252 |
-- per-layer routing --
layer  part of all wire  GRT usage
met5            0.00012          0
met3              0.090      0.109
met2               0.50      0.498
met4              0.013     0.0335
met1               0.40      0.495
-- stage by stage --
stage	setup slack, ns	utilization
2_1_floorplan	6.01	-
3_3_place_gp	3.79	0.556
3_5_place_dp	3.74	0.556
4_1_cts	3.72	0.556
5_1_grt	3.19	0.556
6_report	3.66	0.556
-- placed cells by master, fill, tap and decap left out, drive strengths merged --
cell | netlist | layout
buf | 0 | 1
nor3 | 2 | 2
xnor2 | 201 | 201
xor2 | 27 | 27
o21bai | 3 | 3
and2 | 802 | 802
clkdlybuf4s50 | 0 | 424
or2 | 1 | 1
nor2 | 39 | 39
o21a | 3 | 3
nor2b | 38 | 38
fa | 1970 | 1970
inv | 2063 | 2063
diode | 0 | 5
o211ai | 1 | 1
clkinv | 1 | 1
nand2b | 119 | 119
or3 | 2 | 2
a21o | 3 | 3
a21oi | 7 | 7
nand2 | 598 | 598
ha | 470 | 470
o21ai | 10 | 10
-- final cells by class --
| class | count | area [sq um] | share of cell area |
|---|---|---|---|
| multi-input combinational | 4296 | 55900 | 0.799 |
| inverter | 2064 | 7750 | 0.111 |
| timing repair buffer | 425 | 4250 | 0.0608 |
| tap | 1650 | 2060 | 0.0295 |
| antenna | 5 | 12.5 | 0.000179 |
